===== flow/design.v =====
module VgaController(
    input wire clk,
    input wire rst,
    output wire [9:0] vga_x,
    output wire [8:0] vga_y,
    output reg hs,
    output reg vs,
    output wire video_on
);
    reg [9:0] h_count;
    reg [9:0] v_count;
    initial begin
        h_count <= 10'b0;
        v_count <= 10'b0;
    end
    always @(posedge clk) begin
        if (rst) begin
            h_count <= 10'b0;
        end else if (h_count == 10'd799) begin
            h_count <= 10'b0;
        end else begin
            h_count <= h_count + 1;
        end
    end
    always @(posedge clk) begin
        if (rst) begin
            v_count <= 10'b0;
        end else if (h_count == 10'd799) begin
            if (v_count == 10'd524) begin
                v_count <= 10'b0;
            end else begin
                v_count <= v_count + 1;
            end
        end
    end
    localparam HS_1 = 96;
    localparam VS_1 = 2;
    localparam HS_2 = 157;
    localparam VS_2 = 57;
    localparam WIDTH = 640;
    localparam HEIGHT = 480;
    wire h_sync, v_sync;
    assign h_sync = (h_count >= HS_1);
    assign v_sync = (v_count >= VS_1);
    assign video_on = (h_count >= HS_2)
                   && (h_count < HS_2 + WIDTH)
                   && (v_count > VS_2)
                   && (v_count < VS_2 + HEIGHT);
    assign vga_x = video_on ? h_count - HS_2 : 10'd0;
    assign vga_y = video_on ? v_count - VS_2 : 9'd0;
    always @(posedge clk) begin
        if (rst) begin
            hs <= 1;
            vs <= 1;
        end else begin
            hs <= h_sync;
            vs <= v_sync;
        end
    end
endmodule

===== flow/run.sh =====
#!/bin/bash
# OpenROAD 26Q1-2900-gdf79404cd8, Yosys 0.63+post, stock flow scripts
make -C /OpenROAD-flow-scripts/flow DESIGN_CONFIG=/design/flow/config.mk WORK_HOME=/design/flow/orfs finish

===== flow/config.mk =====
export PLATFORM = sky130hd
export DESIGN_NAME = VgaController
export DESIGN_NICKNAME = VgaController
export VERILOG_FILES = /design/flow/design.v
export SDC_FILE = /design/flow/constraint.sdc
export NUM_CORES = 4
export LEC_CHECK = 1
export CORE_AREA = 10 10 102 102
export DIE_AREA = 0 0 112 112

===== flow/constraint.sdc =====
current_design VgaController

set clk_period 4.4
set clk_io_pct 0.2

create_clock -name clk0 -period $clk_period [get_ports {clk}]

set non_clock_inputs [all_inputs -no_clocks]
set_input_delay [expr $clk_period * $clk_io_pct] -clock clk0 $non_clock_inputs
set_output_delay [expr $clk_period * $clk_io_pct] -clock clk0 [all_outputs]

==> results_dict.tcl <==
# metrics dict for downstream scripts
set metrics [dict create \
    cts_root_buf "clkbuf_8" \
    remaining_drc_errors 0 \
    area_delta_synth_final_pct 19.1 \
    yosysChipArea_mm2 0.00158 \
    warnings 33 \
    mostFrequentLayoutCell "nor3_1" \
    drtIter0Drc 93 \
    die_y_um 112 \
    dp_cells 311 \
    topCellsByArea "dfxtp_1 28%, nor3_1 8.6%, xnor2_1 8.3%, ha_1 7.1%, xor2_1 4.4%" \
    clk_latency_ns 0.26 \
    ys_seq_share_pct 27.9 \
    p_per_area_mw_per_mm2 187 \
    worstSetupStartpointType "register" \
    enable_flop_cells 0 \
    cts_resized 0 \
    gp_congestion 0.859 \
    cp_slowest_cell "a221o_1" \
    finalClockPeriodUsage_pct 87.6 \
    cts_buffers 3 \
    grtUsageTotal_pct 5.92 \
    vias 1397 \
    grt_pass1_wl_um 6410 \
    antenna_found_initial 0 \
    fill_cells 889 \
    hold_class "reg2reg" \
    synth_area_mm2 0.00158 \
    dp_hpwl_um 2910 \
    crit_path_end_kind "output port" \
    layout_min_cycle_time_ns 3.86 \
    synthArstFlopShare_pct 0 \
    ff_type "dfxtp_1" \
    ys_cells 200 \
    hold_violations 0 \
    placementRows 33 \
    syn_inst 200 \
    synth_area_per_cell_um2 7.90 \
    reg2reg_from "h_count[0]" \
    antenna_left 0 \
    r2r-end "v_count[9]" \
    cts_sinks 22 \
    yosysTopAreaCell "dfxtp_1" \
    setup_violations 0 \
    cts_buffer_depth 2 \
    h-tree-depth 1 \
    slowest_delay_ns 0.56 \
    synthDistinctLibCells 39 \
    ys_warn_count 1 \
    reg2reg_depth 5 \
    dr.pass1.iters 4 \
    die_w_um 112 \
    cts_tree "yes" \
    cp_cell_sequence "inv_1, ha_1, nor2b_1, o311a_1, a221o_1, nor3_1, clkdlybuf4s50_1" \
    die_area_mm2 0.0125 \
    status "completed" \
    skew_ns 0.00253 \
    mostFrequentLayoutCells "27 x nor3_1, 23 x clkdlybuf4s50_1, 22 x dfxtp_1" \
    relSlewSlack_pct 47.1 \
    grt.overflow.total 0 \
    clk_pin_slew_worst_paths_ns 0.08 \
    cp-startpoint "h_count[0]" \
    setup_tns_ns 0 \
    r2r_slack_ns 2.19 \
    switching_share_pct 22.9 \
    worst_slew_pin_slew_ns 0.794 \
    maxCapViolCount 0 \
    cts_setup_buffers 0 \
    p_leak_nw 0.606 \
    routedWlPerCell_um 12.7 \
    p_int_uw 272 \
    routed_wl_um 3980 \
    path_class "reg2out" \
    top_cell_area_share_pct 27.9 \
    worstPathArrival_ns 2.98 \
    drive_gt1_share_pct 4.31 \
    instances_no_fill 314 \
    p_sw_uw 80.6 \
    cp_max_fo 20 \
    setup.worst_path.end "vga_y[6]" \
    p_seq_share_pct 58.8 \
    combPwrFrac_pct 5.5 \
    grt_max_degree 21 \
    grt_setup_unrepaired "no" \
    drv_slew 0 \
    cts_hold_buf 0 \
    io_pins 24 \
    seq_area_um2 440 \
    clockPowerShare_pct 35.7 \
    viasPerCell 4.45 \
    antenna_cells 0 \
    required_ns 3.52 \
    ys.flops 22 \
    vdd_drop_max_mv 0.0820 \
    grt_pass1_vias 1241 \
    portBuffers 23 \
    min_from "v_count[8]" \
    logic_area_mm2 0.00101 \
    initial_utilization_pct 19.2 \
    fmax_ghz 0.259 \
    core_mm2 0.00822 \
]
==> layout make-up <==
type / count / area share [%]
inverter: 5 / 0.997
clock buffer: 3 / 2.19
timing repair buffer: 24 / 12.6
tap: 105 / 6.98
multi-input combinational: 155 / 53.8
sequential: 22 / 23.4
==> how the worst min path moves through the flow <==
| stage | slack, ns | to | depth (start not counted) |
|---|---|---|---|
| 4_1_cts | 0.56 | v_count[5] | 2 |
| 5_1_grt | 0.59 | v_count[8] | 2 |
| 6_report | 0.56 | v_count[8] | 2 |
==> metal layers <==
metal	vias up	wire length (um)	track usage (%)
met5	-	0	0
met4	0	56	0.846
met3	4	156	0.760
met2	33	1790	9.32
met1	637	1980	8.59
li1	723	-	-
==> cells in the mapped netlist, drive strengths merged (2+ instances only) <==
cell,instances
nor2,18
nand4,4
inv,5
nor4,4
a21o,2
buf,13
ha,9
xnor2,15
nor3,28
dfxtp,22
a211oi,2
nand3,7
or4,3
clkbuf,5
xor2,8
nand2b,2
a21oi,11
or3,5
nand2,13
o21ai,9
==> logic make-up after synthesis <==
kind of cell	after synthesis	share of synthesized area, %
compound gates	30	12.0
buf+inv	23	8.08
simple gates	92	31.5
fa+ha+maj	9	7.13
flops	22	27.9
mux	1	0.633
xor+xnor	23	12.7
==> registers in the layout (all words and copies together) (netlist names) <==
register,flops
h_count,10
vs,1
hs,1
v_count,10
==> metrics by stage <==
step	setup WS (ns)	hold slack (ns)	cell area (um^2)	total power, mW	utilization, %
after floorplan	1.78	0.496	1580	0.224	-
after global placement	0.798	0.539	1840	0.231	22.4
after detailed placement	0.783	0.546	1840	0.231	22.4
after CTS	0.466	0.565	1880	0.357	22.9
after global routing	0.295	0.590	1880	0.366	22.9
final	0.544	0.565	1880	0.353	22.9
==> critical path, delay by kind of cell, from the launching register on <==
kind            cells  cell delay [ns]
compound gates      2             0.84
flops               1             0.48
buf+inv             2             0.63
simple gates        2             0.49
fa+ha+maj           1             0.27
==> power by group through the flow <==
stage         sequential (mW)  combinational, mW  clock (mW)
CTS                     0.207             0.0194       0.130
global route            0.208             0.0222       0.135
finish                  0.207             0.0194       0.126
Power and IR drop assume default switching activity.
